==> flow/design.v <==
module rv_decoder #(
    parameter NB_OP = 6
)(
    input  wire [31:0] instr,
    output wire [4:0]  rs1,
    output wire [4:0]  rs2,
    output wire [4:0]  rd,
    output reg  [NB_OP-1:0] alu_op,
    output wire         is_rtype,
    output wire         is_itype,
    output wire signed [11:0] imm_i
);
    wire [6:0] opcode = instr[6:0];
    wire [2:0] funct3 = instr[14:12];
    wire [6:0] funct7 = instr[31:25];
    assign rd   = instr[11:7];
    assign rs1  = instr[19:15];
    assign rs2  = instr[24:20];
    assign imm_i = instr[31:20];   
    assign is_rtype = (opcode == 7'b0110011);
    assign is_itype = (opcode == 7'b0010011);
    localparam ADD = 6'b100000,
               SUB = 6'b100010,
               AND = 6'b100100,
               OR  = 6'b100101,
               XOR = 6'b100110,
               SRA = 6'b000011,
               SRL = 6'b000010,
               NOR = 6'b100111;
    always @* begin
        alu_op = ADD;  
        if (is_rtype) begin
            case (funct3)
                3'b000: alu_op = (funct7 == 7'b0100000) ? SUB : ADD;
                3'b111: alu_op = AND;
                3'b110: alu_op = OR;
                3'b100: alu_op = XOR;
                3'b101: alu_op = (funct7 == 7'b0100000) ? SRA : SRL;
                default: alu_op = ADD;
            endcase
        end
        else if (is_itype) begin
            case (funct3)
                3'b000: alu_op = ADD;  
                3'b111: alu_op = AND;
                3'b110: alu_op = OR;
                3'b100: alu_op = XOR;
                default: alu_op = ADD;
            endcase
        end
    end
endmodule
module rv_interface #(
    parameter FIFO_W = 8,
    parameter NB_OP  = 6
)(
    input  wire clk, reset,
    input  wire [FIFO_W-1:0] r_data,
    input  wire              rx_empty,
    output reg               rd_uart,
    input  wire              tx_full,
    output reg               wr_uart,
    output reg               rf_we,
    output reg  [4:0]        rf_waddr,
    output reg  [FIFO_W-1:0] rf_wdata,
    output reg  [4:0]        rf_raddr1,
    output reg  [4:0]        rf_raddr2,
    input  wire [FIFO_W-1:0] rf_rdata1,
    input  wire [FIFO_W-1:0] rf_rdata2,
    output wire [NB_OP-1:0]  o_op,
    input  wire [FIFO_W-1:0] alu_result_in
);
    reg [31:0] instr;
    reg [2:0]  state, state_n;
    wire [4:0] rs1, rs2, rd;
    wire       is_rtype, is_itype;
    wire signed [11:0] imm_i;
    wire [NB_OP-1:0] alu_op;
    rv_decoder #(.NB_OP(NB_OP)) dec_i (
        .instr(instr),
        .rs1(rs1), .rs2(rs2), .rd(rd),
        .alu_op(alu_op),
        .is_rtype(is_rtype),
        .is_itype(is_itype),
        .imm_i(imm_i)
    );
    assign o_op = alu_op;
    localparam S_IDLE = 3'd0,
               S_I0   = 3'd1,
               S_I1   = 3'd2,
               S_I2   = 3'd3,
               S_I3   = 3'd4,
               S_EX   = 3'd5,
               S_WB   = 3'd6,
               S_TX   = 3'd7;
    always @(posedge clk) begin
        if (reset) begin
            state <= S_IDLE;
        end else begin
            state <= state_n;
        end
    end
    always @(posedge clk) begin
        if (reset) begin
            instr <= 32'd0;
        end else begin
            case (state)
                S_I0: if (!rx_empty && rd_uart) instr[7:0]    <= r_data;    
                S_I1: if (!rx_empty && rd_uart) instr[15:8]   <= r_data;    
                S_I2: if (!rx_empty && rd_uart) instr[23:16]  <= r_data;    
                S_I3: if (!rx_empty && rd_uart) instr[31:24]  <= r_data;    
                default: ;
            endcase
        end
    end
    always @* begin
        state_n   = state;
        rd_uart   = 1'b0;
        wr_uart   = 1'b0;
        rf_we     = 1'b0;
        rf_waddr  = 5'd0;
        rf_wdata  = {FIFO_W{1'b0}};
        rf_raddr1 = rs1;
        rf_raddr2 = rs2;
        case (state)
            S_IDLE: begin
                if (!rx_empty) state_n = S_I0;
            end
            S_I0: begin
                if (!rx_empty) begin
                    rd_uart = 1'b1;
                    state_n = S_I1;
                end
            end
            S_I1: begin
                if (!rx_empty) begin
                    rd_uart = 1'b1;
                    state_n = S_I2;
                end
            end
            S_I2: begin
                if (!rx_empty) begin
                    rd_uart = 1'b1;
                    state_n = S_I3;
                end
            end
            S_I3: begin
                if (!rx_empty) begin
                    rd_uart = 1'b1;
                    state_n = S_EX;
                end
            end
            S_EX: begin
                state_n = S_WB;
            end
            S_WB: begin
                if ((is_rtype || is_itype) && (rd != 5'd0)) begin
                    rf_we    = 1'b1;
                    rf_waddr = rd;
                    rf_wdata = alu_result_in;    
                end
                state_n = S_TX;
            end
            S_TX: begin
                if (!tx_full) begin
                    wr_uart = ~tx_full;
                    state_n  = S_IDLE;
                end
            end
        endcase
    end
endmodule
==> flow/run.sh <==
#!/bin/bash
# OpenROAD 26Q1-2900-gdf79404cd8, Yosys 0.63+post, stock flow scripts
make -C /OpenROAD-flow-scripts/flow DESIGN_CONFIG=/design/flow/config.mk WORK_HOME=/design/flow/orfs finish
==> flow/config.mk <==
export PLATFORM = sky130hd
export DESIGN_NAME = rv_interface
export DESIGN_NICKNAME = rv_interface
export VERILOG_FILES = /design/flow/design.v
export SDC_FILE = /design/flow/constraint.sdc
export NUM_CORES = 4
export LEC_CHECK = 1
export CORE_AREA = 10 10 111 111
export DIE_AREA = 0 0 121 121
==> flow/constraint.sdc <==
current_design rv_interface

set clk_period 4.8
set clk_io_pct 0.2

create_clock -name clk0 -period $clk_period [get_ports {clk}]

set non_clock_inputs [all_inputs -no_clocks]
set_input_delay [expr $clk_period * $clk_io_pct] -clock clk0 $non_clock_inputs
set_output_delay [expr $clk_period * $clk_io_pct] -clock clk0 [all_outputs]
==> insert_results.sql <==
-- load yosys + openroad results
INSERT INTO impl_metrics (metric_group, metric, value, unit) VALUES
('detailed_routing', 'route.detailed.wl_per_inst', '12.7', 'um'),
('cells_and_area', 'drive_gt1_frac', '0.0625', ''),
('power_and_ir_drop', 'irDropWorstVdd', '115', 'uV'),
('detailed_routing', 'drt_first_pass_iters', '4', ''),
('detailed_routing', 'final_wirelength', '4720', 'um'),
('worst_setup_path', 'series_of_cell_instances_along_the_critical_path', 'clkdlybuf4s50_1, or4_4, nor2_1, clkdlybuf4s50_1', ''),
('place', 'dpl-instance-area', '0.00247', 'mm^2'),
('synth', 'yosys.area.top_type', 'sky130_fd_sc_hd__dfxtp_1', ''),
('detailed_routing', 'route.detailed.drc', '0', ''),
('synth', 'top_cell_area_share', '0.412', ''),
('final_timing', 'fmax', '268', 'MHz'),
('detailed_routing', 'detailroute.via_count', '1428', ''),
('floorplanning', 'die_x', '121', 'um'),
('worst_setup_path', 'worstPathArrival', '2.78', 'ns'),
('final_timing', 'final.setup.tns', '0', 'ns'),
('floorplanning', 'chipArea', '0.0146', 'mm^2'),
('clock_tree', 'cts.repair.resized', '0', ''),
('min_path', 'min-delay-path-class', 'register to register', ''),
('power_and_ir_drop', 'leakage_power_total', '1.03', 'nW'),
('detailed_routing', 'n_diodes', '0', ''),
('final_timing', 'post-route-period-util', '0.779', ''),
('floorplanning', 'io_pins', '68', ''),
('clock_tree', 'cts_hold_buffers', '0', ''),
('detailed_routing', 'drt-vias-per-instance', '3.83', ''),
('clock_tree', 'cts_root_buffer', 'sky130_fd_sc_hd__clkbuf_8', ''),
('synth', 'netlist_top_cells_count', 'sky130_fd_sc_hd__nand2b_1, sky130_fd_sc_hd__dfxtp_1, sky130_fd_sc_hd__mux2i_1', ''),
('worst_setup_path', 'crit_path_max_incr_delay', '0.60', 'ns'),
('synth', 'synth_area', '0.00194', 'mm^2'),
('final_timing', 'final.setup.worst_slack', '1.06', 'ns'),
('place', 'place.port_buffers', '49', ''),
('synth', 'ys_cells', '203', ''),
('final_timing', 'slew_headroom', '0.575', ''),
('grt', 'grt_max_degree', '49', ''),
('clock_tree', 'clock_sink_count', '40', ''),
('final_timing', 'worst_slew_pin_tran', '0.632', 'ns'),
('final_timing', 'timing.clock.skew', '0.00721', 'ns'),
('synth', 'syn_avg_cell_area', '9.58', 'um^2'),
('cells_and_area', 'num-fill-cells', '1038', ''),
('worst_setup_path', 'cp.required', '3.84', 'ns'),
('grt', 'grt_overflow_total', '0', ''),
('floorplanning', 'floorplan.core_util', '0.197', ''),
('worst_setup_path', 'critical_path.most_common_cell', 'sky130_fd_sc_hd__clkdlybuf4s50_1', ''),
('synth', 'most_common_cell', 'sky130_fd_sc_hd__nand2b_1', ''),
('synth', 'ys_chip_area', '0.00194', 'mm^2'),
('worst_setup_path', 'setup.worst_path.start_class', 'input pin', ''),
('synth', 'count_of_different_cell_masters_after_synthesis', '33', ''),
('place', 'dpl.hpwl', '3610', 'um'),
('clock_tree', 'post-cts-setup-buffers', '0', ''),
('final_timing', 'period_minus_slack', '3.74', 'ns'),
('floorplanning', 'fp.coreArea', '0.00986', 'mm^2'),
('synth', 'tally_of_yosys_warning_messages', '2', ''),
('worst_setup_path', 'cp_slowest_cell', 'sky130_fd_sc_hd__clkdlybuf4s50_1', ''),
('clock_tree', 'numCtsBuffers', '5', ''),
('detailed_routing', 'drtAntennaViolNets', '0', ''),
('clock_tree', 'h-tree-depth', '2', ''),
('grt', 'number_of_global_route_vias_before_repair', '1424', ''),
('cells_and_area', 'finish.utilization', '0.262', ''),
('synth', 'synthCells', '203', ''),
('synth', 'numSynthFlops', '40', ''),
('synth', 'synth-edff-count', '0', ''),
('synth', 'ys_async_sr_fraction', '0', ''),
('cells_and_area', 'synthToLayoutAreaGrowth', '33.0', '%'),
('final_timing', 'final_max_slew_viol_count', '0', ''),
('place', 'dp_worst_setup_slack', '1.05', 'ns'),
('cells_and_area', 'layout.cell_area.non_filler', '0.00259', 'mm^2'),
('status', 'run_status', 'completed', ''),
('worst_setup_path', 'crit_cells', '4', ''),
('worst_setup_path', 'critical_path.n_buffers_inverters', '2', ''),
('worst_setup_path', 'end_kind', 'output port', ''),
('floorplanning', 'rows', '36', ''),
('place', 'gp_congestion', '0.786', '');
[area by class of cell]
cell class | count | area [um^2] | share of cell area
flip-flops and latches | 40 | 801 | 0.310
multi-input cells | 130 | 965 | 0.373
clock buffers | 5 | 68.8 | 0.0266
clock inverters | 3 | 42.5 | 0.0164
well taps | 133 | 166 | 0.0643
repair buffers | 50 | 498 | 0.193
inverters | 12 | 45.0 | 0.0174
[metal layers]
metal	track usage	share of wire	vias to the layer above
met4	0.00377	0.0061	0
met3	0.0227	0.048	5
met2	0.110	0.51	21
met5	0	0	-
met1	0.0772	0.44	664
li1	-	-	738
[final timing paths]
| kind | endpoint | slack (ns) | startpoint |
|---|---|---|---|
| worst min-delay path | instr[6]$_SDFFE_PP0P_ | 0.47 | instr[6]$_SDFFE_PP0P_ |
| worst max-delay path | rd_uart | 1.06 | rx_empty |
| worst max register to register | instr[17]$_SDFFE_PP0P_ | 2.93 | state[5]$_DFF_P_ |
| worst min register to register | instr[6]$_SDFFE_PP0P_ | 0.47 | instr[6]$_SDFFE_PP0P_ |
[power breakdown]
group	internal, mW	leakage [nW]	total (mW)	switching [mW]
registers	0.335	0.323	0.340	0.00427
clock network	0.154	0.0541	0.274	0.120
logic	0.0289	0.651	0.0490	0.0202
[worst register-to-register path, delay by kind of cell (launching register included)]
kind,cells,cell delay (ns)
AND/OR/NAND/NOR,2,1.15
flip-flops,1,0.34
multiplexers,1,0.25
[cells by family (layout without fill, tap and decap cells)]
kind of cell / count (synthesis) / in the layout / share of synthesized area
flops: 40 / 40 / 0.412
simple gates: 84 / 84 / 0.274
other cells: 1 / 2 / 0.00193
mux: 36 / 36 / 0.185
compound gates: 8 / 8 / 0.0328
buf+inv: 34 / 70 / 0.0940
[cell usage in the layout, fill, tap and decap left out, types with 2 or more instances in the layout]
cell type	count
sky130_fd_sc_hd__nand3b_1	4
sky130_fd_sc_hd__nor4_1	2
sky130_fd_sc_hd__dfxtp_1	40
sky130_fd_sc_hd__nor3b_1	2
sky130_fd_sc_hd__o21a_1	2
sky130_fd_sc_hd__mux2i_1	36
sky130_fd_sc_hd__conb_1	2
sky130_fd_sc_hd__nor2b_1	2
sky130_fd_sc_hd__clkbuf_8	5
sky130_fd_sc_hd__nor3_1	14
sky130_fd_sc_hd__clkdlybuf4s50_1	49
sky130_fd_sc_hd__and2_1	3
sky130_fd_sc_hd__nor2_1	6
sky130_fd_sc_hd__nand2b_1	41
sky130_fd_sc_hd__inv_1	12
[stage by stage]
stage               power [mW]  instances  hold slack, ns
global placement         0.397        365           0.461
CTS                      0.673        373           0.474
finish                   0.663        373           0.473
floorplan                0.375        204           0.444
global route             0.694        373           0.504
detailed placement       0.397        365           0.459
[state kept, by name, indices dropped and copies added, names as in the netlist]
signal  count
state       8
instr      32
Power figures rest on the tool's default switching activity, not on a simulated workload.
