`flow/config.mk`:
```
export PLATFORM = sky130hd
export DESIGN_NAME = fifo
export DESIGN_NICKNAME = fifo
export VERILOG_FILES = /design/flow/design.v
export SDC_FILE = /design/flow/constraint.sdc
export NUM_CORES = 4
export LEC_CHECK = 1
export CORE_UTILIZATION = 50
```
`flow/constraint.sdc`:
```
current_design fifo

set clk_period 3.9
set clk_io_pct 0.2

create_clock -name clk0 -period $clk_period [get_ports {clk}]

set non_clock_inputs [all_inputs -no_clocks]
set_input_delay [expr $clk_period * $clk_io_pct] -clock clk0 $non_clock_inputs
set_output_delay [expr $clk_period * $clk_io_pct] -clock clk0 [all_outputs]
```
`flow/design.v`:
```
`timescale 1ns / 1ps
module fifo #(
    parameter W = 8,    
    parameter N = 16    
)(
    input  wire         clk, reset,
    input  wire         wr, rd,
    input  wire [W-1:0] w_data,
    output wire [W-1:0] r_data,
    output wire         full, empty
);
    localparam ADDR_W = $clog2(N);
    reg [W-1:0] array_reg [0:N-1];
    integer i;
    reg [ADDR_W-1:0] w_ptr_reg, w_ptr_next;
    reg [ADDR_W-1:0] r_ptr_reg, r_ptr_next;
    reg [ADDR_W:0]   count_reg, count_next;   
    always @(posedge clk) begin
        if (reset) begin
            for (i = 0; i < N; i = i + 1)
                array_reg[i] <= {W{1'b0}};
        end else if (wr && !full) begin
            array_reg[w_ptr_reg] <= w_data;
        end
    end
    always @(posedge clk) begin
        if (reset) begin
            w_ptr_reg <= 0;
            r_ptr_reg <= 0;
            count_reg <= 0;
        end else begin
            w_ptr_reg <= w_ptr_next;
            r_ptr_reg <= r_ptr_next;
            count_reg <= count_next;
        end
    end
    always @* begin
        w_ptr_next = w_ptr_reg;
        r_ptr_next = r_ptr_reg;
        count_next = count_reg;
        case ({wr && !full, rd && !empty})
            2'b01: begin  
                r_ptr_next = r_ptr_reg + 1;
                count_next = count_reg - 1;
            end
            2'b10: begin  
                w_ptr_next = w_ptr_reg + 1;
                count_next = count_reg + 1;
            end
            2'b11: begin  
                w_ptr_next = w_ptr_reg + 1;
                r_ptr_next = r_ptr_reg + 1;
            end
            2'b00: begin
            end
        endcase
    end
    assign full  = (count_reg == N);
    assign empty = (count_reg == 0);
    assign r_data = array_reg[r_ptr_reg];
endmodule
```
`flow/run.sh`:
```
#!/bin/bash
# OpenROAD 26Q1-2900-gdf79404cd8, Yosys 0.63+post, stock flow scripts
make -C /OpenROAD-flow-scripts/flow DESIGN_CONFIG=/design/flow/config.mk WORK_HOME=/design/flow/orfs finish
```
==> impl_metrics.yaml <==
# synthesis and place-and-route metrics
layout:
  mostFrequentLayoutCell: "nor2_1"
  combGateArea_um2: 2198
  area_growth_pct: 13.78
  fillCellCount: 1015
  number_of_flip_flops_in_the_largest_register: 128
  layout.core_utilization_pct: 58.79
  commonest_cells_after_routing_fill_and_taps_aside: "nor2_1, edfxtp_1, nand2_1"
  ff_latch_area_um2: 4185
  drive_above_1_share_pct: 16.48
clocking:
  cts_repair_resize_count: 0
  clk-insertion-delay-late_ns: 0.41
  clock_path_buffers: 2
  path_clk_slew_ns: 0.05
  cts_tree: "built"
  post_cts_buffers: 0
  cts_inserted_buffers: 17
  cts_hold_buffers: 0
  htreeDepth: 4
  cts-root-buf: "clkbuf_16"
  cts_num_sinks: 145
yosys:
  async_reset_ff_share_pct: 0
  cell_total_in_the_yosys_stat_output: 497
  mappedNetlistArea_um2: 6574
  synth_sequential_area_ratio_pct: 63.65
  edf_count: 128
  syn_area_per_cell_um2: 13.23
  ys.warnings.count: 1
  synth.ff_latch_count: 145
  yosys.stat.chipArea_um2: 6574
  ff_type: "edfxtp_1"
  post_synthesis_cells: 497
  yosys.cell_types.count: 37
floorplan:
  fp.dieArea_um2: 13610
  die_x_um: 116.7
  fp.coreArea_um2: 12720
  row_count: 41
  fp_util_pct: 51.67
  chipHeight_um: 116.7
  io-pin-count: 22
route:
  detailed_route_iter0_violations: 286
  drt_drc_violations_left: 0
  detail_route.antenna_diodes: 0
  ant_nets: 0
  wl_per_cell_um: 20.48
  firstDrtPassIters: 6
  detailroute.via_count: 3942
  routed_wl_mm: 14.33
  post_drt_via_cell_ratio: 5.631
final_timing:
  drv_slew: 0
  fmaxAchievable_mhz: 307.4
  setup_viol_count_final: 0
  timing.clock.skew_ns: 0.005016
  fin_setup_tns_ns: 0
  finalWorstPathRequiredPeriod_ns: 3.253
  slew_headroom_pct: 41.25
  timing_hold_violations_final: 0
  fin_crit_sh_pct: 83.41
  grt_setup_unrepaired: "false"
  max_slew.worst_pin.slew_ns: 0.8794
setup_path:
  worst_path_arrival_ns: 2.47
  worstPathRequired_ns: 3.12
  timing.critical_path.to_type: "primary output"
  worstPathMaxFanout: 19
  max_stage_delay_ns: 0.54
  critical_setup_path_class: "register to primary output"
  slowest_cell_on_crit_path: "mux4_2"
  sort_of_element_at_the_start_of_the_critical_path: "register"
  timing.critical_path.cells: "buf_12 > mux4_2 > a22oi_1 > nand2_1 > clkdlybuf4s50_1"
pwr:
  pwr_density_cell_nw_per_um2: 618.1
  ir_worst_vdd_uv: 304.1
  p_leak_nw: 2.587
global_route:
  grt_antenna_before_repair: 0
  grt_pass1_vias: 4162
  gr-usage-all-layers_pct: 25.24
  total_grt_overflow: 0
  grt_pass1_wl_mm: 22.44
  pin_count_of_the_biggest_net_entering_global_routing: 33
place:
  detailed_place_hpwl_mm: 9.312
  gp_routability_congestion: 0.7965
  io_buffers: 21
run_status:
  run_status: "finished, final reports clean"
job:
  stage_log_warnings: 30
  drv.max_cap_violation_count: 0
worst_hold_path:
  path_type_of_the_worst_min_delay_path: "register to register"
per-layer routing:
metal	up-vias	global-route usage, %	routed length (um)
li1	1841	-	-
met1	1939	35.42	5532
met2	140	39.57	7255
met3	22	11.63	1198
met4	0	5.063	347
met5	-	0	0
final timing paths:
kind	endpoint	cells past startpoint	start	slack, ns
hold / removal	r_ptr_reg[3]	2	r_ptr_reg[3]	0.54
setup reg to reg	count_reg[4]	9	count_reg[0]	1.13
setup / recovery	r_data[4]	5	register	0.65
hold reg to reg	r_ptr_reg[3]	2	r_ptr_reg[3]	0.54
critical path, delay by kind of cell, from the launching register on:
family	cells	cell delay, ns
buffers and inverters	2	0.69
muxes	1	0.54
DFF	1	0.46
AOI/OAI and AO/OA	1	0.24
and+or+nand+nor	1	0.13
power by group:
part | internal (W) | total [W] | switching, W | leakage (nW)
clock | 0.000860 | 0.00141 | 0.000548 | 0.246
sequential | 0.00184 | 0.00194 | 0.0000957 | 1.47
combinational | 0.000632 | 0.00128 | 0.000645 | 0.875
total | 0.00333 | 0.00462 | 0.00129 | 2.59
cell families after synthesis:
| family | count (synthesis) | synth area share [%] |
|---|---|---|
| buffers and inverters | 40 | 2.912 |
| muxes | 35 | 11.44 |
| AOI/OAI and AO/OA | 43 | 5.196 |
| adders and majority gates | 12 | 2.398 |
| DFF | 145 | 63.65 |
| and+or+nand+nor | 214 | 13.34 |
| xor gates and xnor gates | 8 | 1.066 |
metrics by stage:
step / total power (W) / setup slack [ns] / instances / area (um2) / hold slack [ns]
floorplan: 0.002827 / 1.108 / 497 / 6574 / 0.4847
global placement: 0.003256 / 0.8192 / 668 / 6968 / 0.5138
detailed placement: 0.003263 / 0.8194 / 668 / 6968 / 0.5203
CTS: 0.004666 / 0.6087 / 700 / 7480 / 0.5388
global route: 0.004869 / 0.4781 / 700 / 7480 / 0.5748
finish: 0.004623 / 0.6470 / 700 / 7480 / 0.5374
cell type report:
class / count / share of cell area, %
timing repair buffer: 32 / 4.583
sequential: 145 / 55.96
multi-input combinational: 312 / 29.39
clock buffer: 30 / 6.741
tap: 172 / 2.877
inverter: 7 / 0.3513
clock inverter: 2 / 0.1004
cells in the mapped netlist, drive strengths merged (2+ instances only):
library cell	number	share of area, %
edfxtp	128	58
xor2	7	0.93
dfxtp	17	5.2
a21oi	5	0.38
buf	23	1.9
and2	3	0.29
nor2b	5	0.48
nand3b	4	0.51
clkbuf	10	0.57
a31o	16	2.1
nor4	2	0.29
ha	11	2.1
nand2	43	2.5
mux2i	2	0.30
inv	7	0.40
nor2	151	8.6
o211ai	2	0.23
a22oi	16	1.8
mux4	32	11
o21ai	2	0.32
Power and IR drop assume default switching activity.
