<file path="flow/run.sh">
#!/bin/bash
# OpenROAD 26Q1-2900-gdf79404cd8, Yosys 0.63+post, stock flow scripts
make -C /OpenROAD-flow-scripts/flow DESIGN_CONFIG=/design/flow/config.mk WORK_HOME=/design/flow/orfs finish
</file>
<file path="flow/config.mk">
export PLATFORM = sky130hd
export DESIGN_NAME = regfile
export DESIGN_NICKNAME = regfile
export VERILOG_FILES = /design/flow/design.v
export SDC_FILE = /design/flow/constraint.sdc
export NUM_CORES = 4
export LEC_CHECK = 1
export CORE_UTILIZATION = 30
</file>
<file path="flow/constraint.sdc">
current_design regfile

set clk_period 2.6
set clk_io_pct 0.2

create_clock -name clk0 -period $clk_period [get_ports {clk}]

set non_clock_inputs [all_inputs -no_clocks]
set_input_delay [expr $clk_period * $clk_io_pct] -clock clk0 $non_clock_inputs
set_output_delay [expr $clk_period * $clk_io_pct] -clock clk0 [all_outputs]
</file>
<file path="flow/design.v">
module regfile #(
    parameter DATA_W = 8,
    parameter NREGS  = 32
)(
    input  wire               clk,
    input  wire [4:0]         raddr1,
    input  wire [4:0]         raddr2,
    output wire [DATA_W-1:0]  rdata1,
    output wire [DATA_W-1:0]  rdata2,
    input  wire               we,
    input  wire [4:0]         waddr,
    input  wire [DATA_W-1:0]  wdata
);
    reg [DATA_W-1:0] regs [0:NREGS-1];
    integer i;
    always @(posedge clk) begin
        if (we && (waddr != 5'd0))
            regs[waddr] <= wdata;
    end
    assign rdata1 = (raddr1 == 5'd0) ? {DATA_W{1'b0}} : regs[raddr1];
    assign rdata2 = (raddr2 == 5'd0) ? {DATA_W{1'b0}} : regs[raddr2];
endmodule
</file>
==> out/metrics.yaml <==
grt_pass1_vias: 8006
tightest_slew_ns: 0.629
synth_chip_area_um2: 12400
finalClockPeriodUsage_pct: 107
vias: 7399
rows: 74
fin_cells: 1415
min_period_ns: 2.79
gr-usage-all-layers_pct: 18.0
avgSynthCellArea_um2: 17.8
max_freq_ghz: 0.358
top_cell_area_share_pct: 61.8
yosys_cells: 699
warnings: 27
yosys-top-cells-area: "edfxtp_1 62%, mux4_2 13%, mux2i_1 7.6%"
yosysWarningCount: 1
postSynthCellCount: 699
clkSlewWorstSetupHoldPaths_ns: 0.06
syn_to_final_growth_pct: 25.7
vdd_drop_max_mv: 0.444
synth_area_um2: 12400
criticalPathCategory: "flop to output port"
synth_flops: 256
antenna_found_initial: 2
power_density_nw_per_um2: 619
fin_setup_tns_ns: -1.39
grt_overflow: 0
p_leak_uw: 0.00536
cts_root_buffer: "clkbuf_16"
hold_class: "input port to flop"
worst_slack_ns: -0.192
synthArstFlopShare_pct: 0
die_w_um: 206
cts_tree: "built"
gp_congestion: 0.882
finalSetupViolCount: 15
rsz0062_at_grt: "yes"
grt_pass1_wl_um: 51000
cap_violations: 0
largest_reg_flops: 256
wirelength_um: 34700
core-area_um2: 40800
grt_max_degree: 33
slew_violations: 0
reg_top3: "regs: 256 flops"
required_ns: 2.08
yosysTopAreaCell: "edfxtp_1"
hpwl_um: 24800
dieArea_um2: 42300
vias_per_cell: 5.23
fill_cells: 3687
htreeDepth: 1
port_buffers: 40
worstPathArrival_ns: 2.27
end_kind: "output port"
core_util_floorplan_pct: 30.5
dp.cells: 1347
ant_nets: 0
die_h_um: 206
drt-initial-drc-count: 483
crit_fanout: 2
yosysSeqAreaShare_pct: 61.8
firstDrtPassIters: 5
clock_sink_count: 256
hold_viol_final: 0
numCtsBuffers: 28
top_register: "regs"
io_pins: 41
crit_path_start_kind: "flop"
netlist-cell-type-count: 40
cts.path.max_buffers: 3
wl_per_cell_um: 24.5
drc: 0
edf_count: 256
relSlewSlack_pct: 58.0
status: "finished, violations left"
drive_gt1_share_pct: 38.8
pre_cts_slack_ns: -0.759
violations: "negative setup slack"
synth-main-ff-cell: "edfxtp_1"
## where the power goes
| group | total (uW) | switching, uW | internal, uW |
|---|---|---|---|
| Combinational | 1120 | 583 | 536 |
| Sequential | 4630 | 24.6 | 4600 |
| Clock | 3930 | 1560 | 2360 |
## synthesized netlist by cell type, drive strengths merged, types with 9 or more instances
library cell  instances
nand3                 9
nand4                 9
edfxtp              256
mux2i                95
o221ai               14
a221o                 9
mux4                 89
mux2                 15
a22oi                 9
clkbuf               12
buf                  42
a21oi                14
nor2                 37
nand2                31
## layout make-up
cell class	instances	area [um^2]	share of cell area (%)
Clock inverter	19	200	1.28
Timing Repair Buffer	177	1610	10.3
Clock buffer	33	719	4.60
Multi-Input combinational cell	395	4750	30.4
Inverter	1	3.75	0.0240
Sequential cell	256	7690	49.2
Antenna cell	2	5.00	0.0320
Tap cell	532	666	4.26
## per-layer routing
layer	track usage, %	up-vias	wire length (um)	part of all wire [%]
met3	11.1	73	4930	14
met4	6.77	2	1670	4.8
met5	1.43	-	62	0.18
met2	26.8	404	16100	46
li1	-	3246	-	-
met1	21.3	3674	11900	34
## metrics by stage
step | hold WS [ns] | total power (uW) | util (%) | area (um^2)
6_report | 0.816 | 9680 | 38.3 | 15600
5_1_grt | 0.833 | 9960 | 38.3 | 15600
3_3_place_gp | 1.38 | 5750 | 34.9 | 14300
3_5_place_dp | 1.40 | 5750 | 34.9 | 14300
4_1_cts | 0.802 | 9750 | 38.2 | 15600
2_1_floorplan | 0.619 | 5230 | - | 12500
## placed cells by master (no fill, tap or decap), drive strengths merged, types with 14 or more instances in the layout
cell,instances
o221ai,14
clkdlybuf4s50,16
nand2,31
mux4,89
mux2i,95
buf,158
clkinv,15
mux2,15
clkbuf,33
edfxtp,256
a21oi,14
nor2,37
## final timing paths
path	endpoint	cells after the start	start	slack [ns]
worst max-delay path	rdata2[4]	5	regs[12][4]	-0.19
worst min-delay path	regs[9][6]	2	wdata[6]	0.82
## logic make-up after synthesis
logic type | share of synthesized area, %
other | 0.0301
buffers and inverters | 2.97
multiplexers | 25.8
AND-OR/OR-AND | 4.81
flip-flops | 61.8
AND/OR/NAND/NOR | 4.64
## critical path, cell delays in order (launching register included)
cell and delay (ns):
edfxtp_1 0.39, mux4_2 0.49, mux2_4 0.33, a221oi_4 0.29, a211oi_2 0.08, buf_2 0.12
## what timing repair did
action | CTS | global route
hold endpoints to repair | 0 | 0
pin swaps | 28 | 19
setup buffers | 15 | 2
setup endpoints to repair | 16 | 16
cloned | 2 | 0
hold buffers | 0 | 0
resized | 131 | 5
Power and IR drop assume default switching activity.
